===== /design/flow/run.sh =====
#!/bin/bash
# OpenROAD 26Q1-2900-gdf79404cd8, Yosys 0.63+post, stock flow scripts
make -C /OpenROAD-flow-scripts/flow DESIGN_CONFIG=/design/flow/config.mk WORK_HOME=/design/flow/orfs finish

===== /design/flow/config.mk =====
export PLATFORM = sky130hd
export DESIGN_NAME = vending_mealy
export DESIGN_NICKNAME = vending_mealy
export VERILOG_FILES = /design/flow/design.v
export SDC_FILE = /design/flow/constraint.sdc
export NUM_CORES = 4
export LEC_CHECK = 1
export CORE_AREA = 10 10 70 70
export DIE_AREA = 0 0 80 80
export SYNTH_HDL_FRONTEND = slang

===== /design/flow/design.v =====
module vending_mealy(
    input  wire clk,
    input  wire rst,       
    input  wire [1:0] coin,
    output reg  vend,  
    output reg  chg5       
);
    parameter total_0  = 2'b00;  
    parameter total_5  = 2'b01;  
    parameter total_10 = 2'b10;  
    parameter total_15 = 2'b11;  
    reg [1:0] state_present, state_next;
    reg [1:0] coin_reg;
    always @(posedge clk) begin
        if (rst) coin_reg <= 2'b00;
        else     coin_reg <= coin;
    end
    always @(posedge clk) begin
        if (rst) state_present <= total_0;
        else     state_present <= state_next;
    end
    always @(*) begin
        state_next = state_present;
        vend       = 0;
        chg5       = 0;
        case (state_present)
            total_0: case (coin_reg)
                    2'b01: state_next = total_5;
                    2'b10: state_next = total_10;
                    default: state_next = total_0;
                endcase
            total_5: case (coin_reg)
                    2'b01: state_next = total_10;
                    2'b10: state_next = total_15;
                    default: state_next = total_5;
                endcase
            total_10: case (coin_reg)
                    2'b01: state_next = total_15;
                    2'b10: begin
                              vend   = 1;  
                              state_next = total_0;
                           end
                    default: state_next = total_10;
                endcase
            total_15: case (coin_reg)
                    2'b01: begin
                              vend   = 1;  
                              state_next = total_0;
                           end
                    2'b10: begin
                              vend   = 1;  
                              chg5       = 1;
                              state_next = total_0;
                           end
                    default: state_next = total_15;
                endcase
        endcase
    end
endmodule

===== /design/flow/constraint.sdc =====
current_design vending_mealy

set clk_period 1.6
set clk_io_pct 0.2

create_clock -name clk0 -period $clk_period [get_ports {clk}]

set non_clock_inputs [all_inputs -no_clocks]
set_input_delay [expr $clk_period * $clk_io_pct] -clock clk0 $non_clock_inputs
set_output_delay [expr $clk_period * $clk_io_pct] -clock clk0 [all_outputs]

==> run_results.csv <==
group,metric,value,unit
layout,drive_gt1_share,34.21,%
worst_setup_path,critPathLaunch,"coin_reg[0]",
worst_setup_path,crit_type,"reg2out",
clock_network,clockRootBuffer,"clkbuf_4",
worst_setup_path,slowest_delay,330,ps
clock_network,clock.latency.late_pin,240,ps
worst_setup_path,worst-path-max-fanout,2,
clock_network,htreeDepth,1,
hold_path,hold_class,"reg2reg",
worst_setup_path,endpoint,"chg5",
timing,rsz0062_at_grt,"false",
power,peakVddDrop,0.3013,mV
logic_synthesis,netlist_area,259.0,µm²
layout,fin_cells,84,
timing,finClkSkew,1.560,ps
routing,post_drt_via_cell_ratio,2.726,
routing,drt_pass1_iterations,4,
worst_setup_path,required,1280,ps
placement,io_buffer_count,5,
clock_network,clk_path_buf_depth,2,
logic_synthesis,edf_count,0,
global_route,antenna_found_initial,0,
logic_synthesis,yosysWarnings,0,
worst_setup_path,rrSetupSlack,200,ps
floorplanning,core,3416,µm²
timing,hold_violations,0,
layout,area_growth,60.87,%
timing,period_minus_slack,1492,ps
timing,slew_headroom,82.00,%
layout,largest_reg_flops,4,
clock_network,numCtsBuffers,3,
floorplanning,die_area,6400,µm²
logic_synthesis,ys_cells,27,
timing,fmax,0.6700,GHz
routing,wire_per_inst,6.298,µm
floorplanning,fp_util,7.582,%
routing,wirelength,529,µm
floorplanning,chipHeight,80,µm
timing,worstMarginPinSlew,269.9,ps
logic_synthesis,synthCells,27,
logic_synthesis,synth_cell_type_count,13,
global_route,grt_max_degree,7,
worst_setup_path,r2r-start,"coin_reg[0]",
routing,drt_iter0_markers,11,
placement,placed_cell_area,381.6,µm²
flow_run,drv_cap,0,
logic_synthesis,yosysChipArea,259.0,µm²
worst_setup_path,cp-start-kind,"register",
logic_synthesis,yosysSeqAreaShare,46.38,%
worst_setup_path,path_cells,"inv_1 > ha_2 > and2_2 > dlygate4sd2_1",
power,p_per_area,829.0,nW/µm²
global_route,grt_pass1_vias,239,
clock_network,cts_sinks,6,
logic_synthesis,syn_area_per_cell,9.593,µm²
floorplanning,die_w,80,µm
routing,antenna_left,0,
worst_setup_path,cp.arrival,1170,ps
logic_synthesis,ys.flop_type,"dfxtp_1",
flow_run,tool_warnings,26,
hold_path,min_from,"state_present[0]",
logic_synthesis,synth_flops,6,
worst_setup_path,end_kind,"primary output",
run_status,status,"completed",
floorplanning,boundaryPins,6,
power,p_leak,0.1604,nW
logic_synthesis,yosysTopAreaCellShare,46.38,%
clock_network,clk_pin_slew,40,ps
logic_synthesis,area_leaders,"dfxtp_1 46%, or3b_1 10%, ha_1 9.7%",
floorplanning,rows,21,
placement,dp.cells,80,
global_route,track_usage,1.763,%
worst_setup_path,r2r_end,"state_present[1]",
routing,drc,0,
routing,num_vias,229,
logic_synthesis,top_area_cell,"dfxtp_1",
timing,setup_tns,0,ps
logic_synthesis,top_cell,"dfxtp_1",
timing,fin_crit_sh,93.28,%
logic_synthesis,netlist_top_cells_count,"6 x dfxtp_1, 4 x inv_1, 3 x or3b_1",
worst_setup_path,ff2ff_path_depth,6,
logic_synthesis,ys_async_sr_fraction,0,%
layout,final_util,12.20,%
clock_network,ctsHoldBuffers,0,
layout,nFillCells,392,
placement,place_congestion,0.6796,
clock_network,cts_tree,"done",
global_route,grt_pass1_wl,903,µm
global_route,overflow,0,
routing,antenna-diode-count,0,
timing,drv_slew,0,
layout,finalInstanceArea,416.7,µm²
worst_setup_path,critPathSlowestCell,"dfxtp_2",
timing,setup_viol,0,
placement,hpwl,404.2,µm
==> cell usage in the layout (no fill, tap or decap) <==
cell | Yosys | routed
a222oi_1 | 1 | 1
dlygate4sd2_1 | 0 | 1
buf_4 | 0 | 3
dfxtp_1 | 6 | 4
ha_2 | 0 | 1
nand2_1 | 2 | 1
clkbuf_2 | 0 | 1
or3b_1 | 3 | 3
nand2_2 | 0 | 1
nor2b_1 | 2 | 2
a21oi_1 | 2 | 2
clkbuf_4 | 0 | 3
dfxtp_2 | 0 | 2
o21ai_2 | 0 | 1
clkdlybuf4s50_1 | 0 | 3
and2_2 | 1 | 1
a22oi_1 | 1 | 1
ha_1 | 2 | 1
nor2_1 | 1 | 1
o2111ai_1 | 1 | 1
inv_1 | 4 | 4
==> through the flow <==
stage	power (W)	setup WS (ps)	hold WS (ps)
6_report	0.0003454	107.5	487.9
5_1_grt	0.0003662	54.74	527.2
4_1_cts	0.0003504	44.15	488.4
3_5_place_dp	0.0002084	-66.33	478.2
3_3_place_gp	0.0002074	-98.76	468.1
2_1_floorplan	0.0001874	459.5	389.1
==> kinds of logic (layout without fill, tap and decap cells) <==
kind of cell               after synthesis  in the layout  share of synthesized area [%]
adders and majority gates                2              2                          9.660
buffers and inverters                    4             15                          5.795
and+or+nand+nor                          9              9                          22.22
AOI/OAI and AO/OA                        6              6                          15.94
DFF                                      6              6                          46.38
==> power breakdown <==
group	total, W	internal (W)	switching [W]
logic	0.0000435	0.0000265	0.0000171
registers	0.000167	0.000160	0.00000646
clock network	0.000135	0.0000846	0.0000507
==> metal layers <==
metal  GRT usage, %  up-vias  share of wire, %
li1               -      118                 -
met1          2.338      100                53
met2          1.926       11                35
met3          1.705        0                11
met4         0.3521        0                 0
met5              0        -                 0
==> worst max-delay path, delay by kind of cell, from the launching register on <==
| family | cells | cell delay [ps] |
|---|---|---|
| flip-flops | 1 | 330 |
| AND/OR/NAND/NOR | 1 | 160 |
| buffers and inverters | 2 | 270 |
| adder cells (fa/ha/maj) | 1 | 170 |
==> what timing repair did <==
action / 4_1_cts / 5_1_grt
hold endpoints to repair: 0 / 0
cloned: 0 / 0
resized: 7 / 3
buffers inserted: 1 / 0
pin swaps: 1 / 0
setup endpoints to repair: 2 / 1
==> worst min-delay path by stage <==
stage / to / slack, ps / cells after the start
after global routing: state_present[2] / 530 / 2
after CTS: state_present[2] / 490 / 2
final: state_present[2] / 490 / 2
==> area by class of cell <==
class	instances	area, µm²	area share [%]
multi-input combinational	17	132.6	31.83
sequential	6	122.6	29.43
timing repair buffer	8	66.31	15.92
tap	46	57.56	13.81
clock buffer	3	22.52	5.405
inverter	4	15.01	3.604
No activity file was given, so power comes from the tool's default toggle rates.
