==> /design/flow/design.v <==
module seq_detect_mealy(input clk, input reset, input din, output reg y);
    reg [1:0] state_present, state_next;
    parameter match_0 = 2'b00;  
    parameter match_1 = 2'b01;  
    parameter match_2 = 2'b10;  
    parameter match_3 = 2'b11;  
    always @(posedge clk) begin
        if (reset) state_present <= match_0;   
        else  state_present <= state_next;
    end
    always @(*) begin
        y = 1'b0;            
        state_next = match_0;     
        case (state_present)
            match_0: begin
                if (din) state_next = match_1;
                else     state_next = match_0;
            end
            match_1: begin
                if (din) state_next = match_2;
                else     state_next = match_0;
            end
            match_2: begin
                if (din) state_next = match_2;  
                else     state_next = match_3;
            end
            match_3: begin
                if (din) begin
                    y = 1'b1;             
                    state_next = match_1;      
                end else begin
                    state_next = match_0;
                end
            end
            default: state_next = match_0;
        endcase
    end
endmodule
==> /design/flow/run.sh <==
#!/bin/bash
# OpenROAD 26Q1-2900-gdf79404cd8, Yosys 0.63+post, stock flow scripts
make -C /OpenROAD-flow-scripts/flow DESIGN_CONFIG=/design/flow/config.mk WORK_HOME=/design/flow/orfs finish
==> /design/flow/config.mk <==
export PLATFORM = sky130hd
export DESIGN_NAME = seq_detect_mealy
export DESIGN_NICKNAME = seq_detect_mealy
export VERILOG_FILES = /design/flow/design.v
export SDC_FILE = /design/flow/constraint.sdc
export NUM_CORES = 4
export LEC_CHECK = 1
export CORE_AREA = 10 10 70 70
export DIE_AREA = 0 0 80 80
export SYNTH_HDL_FRONTEND = slang
==> /design/flow/constraint.sdc <==
current_design seq_detect_mealy

set clk_period 1.2
set clk_io_pct 0.2

create_clock -name clk0 -period $clk_period [get_ports {clk}]

set non_clock_inputs [all_inputs -no_clocks]
set_input_delay [expr $clk_period * $clk_io_pct] -clock clk0 $non_clock_inputs
set_output_delay [expr $clk_period * $clk_io_pct] -clock clk0 [all_outputs]
==> results_slide.txt <==
Physical Implementation Snapshot

Layout
  – Fraction of final layout cells with drive strength greater than 1: 0.350
  – Number of flip-flops under the largest register name: 4
  – Register with the most flip-flops: state_present
  – Registers with the most flip-flops: state_present (4)
  – Core occupancy in the finished layout: 0.0744
  – Layout Area Growth over Synthesis: 84.5%

Power and ir drop
  – Leakage Power: approximately 0.000094 µW
  – Total power per unit cell area: between 1000 and 1500 mW/mm²
  – Maximum resistive drop on vdd: ~0.00015 V
  – Final total power: 330 µW

Synthesis
  – Leading post-synthesis cells by instance count: sky130_fd_sc_hd__nor2_1, sky130_fd_sc_hd__dfxtp_1
  – Synth top cell by count: sky130_fd_sc_hd__nor2_1
  – Largest cells by area after synthesis: sky130_fd_sc_hd__dfxtp_1, sky130_fd_sc_hd__nor2_1, sky130_fd_sc_hd__nand2b_4, sky130_fd_sc_hd__a21boi_2, sky130_fd_sc_hd__nor3b_1
  – Yosys Chip Area: about 140 µm²
  – Synth Warn #: 0
  – Post-synth EDFFs: 0
  – Area fraction of the dominant cell type after synthesis: 0.582
  – Post-synth seq share: 0.582
  – Avg Inst Size Synth: 10.6 µm²
  – Most instantiated flip-flop cell in the synthesis netlist: sky130_fd_sc_hd__dfxtp_1
  – Post-synthesis instance area: ~140 µm²
  – Synthesized instance count: 13
  – Registers, synthesis: 4
  – # Cells Yosys: 13
  – Async S/R FF share, synth: 0
  – Distinct cells, synth: 6
  – Largest area contributor in the netlist: sky130_fd_sc_hd__dfxtp_1

Clocking
  – CTS Buf Count: 3
  – H-tree lvl count: 1
  – Clock tree from TritonCTS: yes
  – Reg clk slew, reported paths: approximately 0.04 ns
  – Sinks on Clock Net: 4
  – Number of buffers on the longest clock path: 2
  – Post-CTS setup buffer count: 0
  – Clk ins delay skew pair: 0.23 ns
  – Root Buffer: sky130_fd_sc_hd__clkbuf_4

Placed design
  – Worst slack at placement: -0.347 ns
  – Post-detailed-placement half-perimeter wirelength: roughly 250 µm
  – Count of buffers inserted at the top-level ports: 3
  – Weighted congestion reported at the end of routability-driven placement: about 0.61

Hold path
  – Worst hold path cell count: 3
  – Hold/Removal Path Class: in2reg
  – Min-Delay Endpoint: state_present[3]$_DFF_P_
  – Startpoint of the worst hold path: din

Global route
  – GRT Total Usage: 0.0109
  – Pin count of the biggest net entering global routing: 4
  – Congestion Overflow GR: 0
  – Initial antenna violation count: 0
  – Via count of the first global-routing pass: around 110
  – First-pass GRT wire length: roughly 470 µm

Critical path
  – Depth of the worst register-to-register path: 2
  – CP Cell Sequence: and2_1, dlygate4sd2_1
  – Critical path's top delay family: flip-flops
  – Critical path launch point: state_present[3]$_DFF_P_
  – Worst path depth: 2
  – Startpoint Class: flop
  – Destination of the worst register-to-register timing path: state_present[0]$_DFF_P_
  – Arrival time of the worst setup path: 0.91 ns
  – Flop2flop setup slack: 0.53 ns
  – Critical path peak fanout: 2
  – Required time reported for the critical path endpoint: about 0.96 ns
  – Cell with the biggest individual delay on the critical path: sky130_fd_sc_hd__dfxtp_2
  – Buffers & Inverters on Critical Path: 1
  – Crit path kind: reg2out
  – Capturing element type of the critical path: output port
  – Worst path max stage delay: roughly 0.30 ns
  – Worst R2R Start: state_present[3]$_DFF_P_

Drt
  – Total wire length after detailed routing: 305 µm
  – First drt pass iteration count: 1
  – Initial DRC Count: 0
  – Average wire per cell in the routed design: between 4 and 5 µm
  – Via Count: 112
  – DR DRC count: 0
  – Post-DRT Antenna Nets: 0
  – Number of antenna cells inserted: 0
  – Vias/cell: 1.70

STA
  – RSZ-0062 raised after global routing: false
  – Final setup violating endpoints: 0
  – Setup TNS: 0 ns
  – Hold Slack: ~0.42 ns
  – Count of final hold-check violations: 0
  – PnR worst setup slack: 0.0508 ns
  – Post-layout period usage of the worst path: 0.958
  – Headroom to the max-slew limit: 0.871
  – Least-Margin Pin Slew: roughly 0.19 ns
  – FMAX: just under 900 MHz
  – Final count of pins violating max slew: 0
  – Minimum clock period after layout: between 1 and 1.5 ns
  – Worst Clk Skew: roughly 0.0024 ns

Floorplanning
  – Die Size: between 0.006 and 0.007 mm²
  – Total number of placement rows: 21
  – I/O pin count: 4
  – Chip width: 80 µm
  – Core Area: between 0.003 and 0.004 mm²
  – Starting Density: 0.0403
  – Die height: 80 µm

Run status
  – Run status: finished clean

Flow run
  – Warning total across the stage logs: 25
  – Total of max-cap violations: 0
where the power goes:
part	switching [µW]	total (µW)	internal, µW
Clock	50.7	162	112
Sequential	2.20	143	140
Combinational	10.7	25.3	14.6
through the flow:
step | instances | instance area, µm²
finish | 66 | 254
global route | 66 | 254
CTS | 66 | 254
detailed placement | 63 | 233
global placement | 63 | 233
floorplan | 13 | 138
layout by cell type (no fill, tap or decap):
cell,instances
sky130_fd_sc_hd__buf_4,1
sky130_fd_sc_hd__nor2_1,5
sky130_fd_sc_hd__dfxtp_1,3
sky130_fd_sc_hd__clkdlybuf4s50_1,1
sky130_fd_sc_hd__dfxtp_2,1
sky130_fd_sc_hd__clkbuf_4,3
sky130_fd_sc_hd__a21boi_2,1
sky130_fd_sc_hd__and2_1,1
sky130_fd_sc_hd__nand2b_4,1
sky130_fd_sc_hd__dlygate4sd2_1,2
sky130_fd_sc_hd__nor3b_1,1
per-layer routing:
layer | GRT usage | vias up | part of all wire
met5 | 0 | - | 0
met4 | 0.00176 | 0 | 0
met3 | 0.0193 | 0 | 0.24
met2 | 0.0120 | 6 | 0.39
met1 | 0.00933 | 51 | 0.36
li1 | - | 55 | -
cell families after synthesis:
| logic type | count (synthesis) | share of synthesized area |
|---|---|---|
| and+or+nand+nor | 8 | 0.336 |
| DFF | 4 | 0.582 |
| AOI/OAI and AO/OA | 1 | 0.0818 |
area by class of cell:
cell class              count  area (µm²)
well taps                  46        57.6
clock buffers               3        22.5
multi-input cells           9        57.6
flip-flops and latches      4        81.3
fillers                   407        3160
repair buffers              4        35.0
tightest hold or removal path, cell delays in order:
cell and delay, ns:
sky130_fd_sc_hd__dlygate4sd2_1 0.21, sky130_fd_sc_hd__buf_4 0.12, sky130_fd_sc_hd__nor3b_1 0.04
worst max-delay path by stage:
stage / slack, ns / to
final: 0.05 / y
after global routing: 0.0008 / y
after CTS: 0.03 / y
what timing repair did:
action | 4_1_cts | 5_1_grt
hold endpoints to repair | 0 | 0
gates resized | 3 | 0
hold buffers | 0 | 0
endpoints found under the setup margin | 1 | 0
Power is estimated from default activity; no workload was simulated.
