--- design/flow/design.v ---
module traffic_light(
    input  wire clk,
    input  wire rst,     
    input  wire tick,     
    output reg  ns_g, ns_y, ns_r,
    output reg  ew_g, ew_y, ew_r
);
    parameter NS_G = 2'b00;
    parameter NS_Y = 2'b01;
    parameter EW_G = 2'b10;
    parameter EW_Y = 2'b11;
    parameter time_green = 3'd5;
    parameter time_yellow = 3'd2;
    reg [1:0] state_present, state_next;
    reg [2:0] tick_count, tick_count_next; 
    always @(posedge clk) begin
        if (rst) begin
            state_present <= NS_G;
            tick_count <= 3'd0;
        end else begin
            state_present <= state_next;
            tick_count <= tick_count_next;
        end
    end
    always @(*) begin
        state_next = state_present;
        tick_count_next   = tick_count;
        case (state_present)
            NS_G: begin
                if (tick) begin
                    if (tick_count == time_green-1) begin
                        state_next = NS_Y;
                        tick_count_next   = 3'd0;
                    end else tick_count_next = tick_count + 1;
                end
            end
            NS_Y: begin
                if (tick) begin
                    if (tick_count == time_yellow-1) begin
                        state_next = EW_G;
                        tick_count_next   = 3'd0;
                    end else tick_count_next = tick_count + 1;
                end
            end
            EW_G: begin
                if (tick) begin
                    if (tick_count == time_green-1) begin
                        state_next = EW_Y;
                        tick_count_next   = 3'd0;
                    end else tick_count_next = tick_count + 1;
                end
            end
            EW_Y: begin
                if (tick) begin
                    if (tick_count == time_yellow-1) begin
                        state_next = NS_G;
                        tick_count_next   = 3'd0;
                    end else tick_count_next = tick_count + 1;
                end
            end
            default: begin
                state_next = NS_G;
                tick_count_next   = 3'd0;
            end
        endcase
    end
    always @(*) begin
        ns_g=0; ns_y=0; ns_r=0;
        ew_g=0; ew_y=0; ew_r=0;
        case (state_present)
            NS_G: begin ns_g=1; ew_r=1; end
            NS_Y: begin ns_y=1; ew_r=1; end
            EW_G: begin ew_g=1; ns_r=1; end
            EW_Y: begin ew_y=1; ns_r=1; end
        endcase
    end
endmodule
--- design/flow/run.sh ---
#!/bin/bash
# OpenROAD 26Q1-2900-gdf79404cd8, Yosys 0.63+post, stock flow scripts
make -C /OpenROAD-flow-scripts/flow DESIGN_CONFIG=/design/flow/config.mk WORK_HOME=/design/flow/orfs finish
--- design/flow/config.mk ---
export PLATFORM = sky130hd
export DESIGN_NAME = traffic_light
export DESIGN_NICKNAME = traffic_light
export VERILOG_FILES = /design/flow/design.v
export SDC_FILE = /design/flow/constraint.sdc
export NUM_CORES = 4
export LEC_CHECK = 1
export CORE_AREA = 10 10 70 70
export DIE_AREA = 0 0 80 80
export SYNTH_HDL_FRONTEND = slang
--- design/flow/constraint.sdc ---
current_design traffic_light

set clk_period 1.9
set clk_io_pct 0.2

create_clock -name clk0 -period $clk_period [get_ports {clk}]

set non_clock_inputs [all_inputs -no_clocks]
set_input_delay [expr $clk_period * $clk_io_pct] -clock clk0 $non_clock_inputs
set_output_delay [expr $clk_period * $clk_io_pct] -clock clk0 [all_outputs]
==> impl_metrics.toml <==
# implementation run metrics
[detailed_routing]
dr.pass1.iters = 3
via_per_inst = 3.47
route.detailed.drc = 0
wire_per_inst_um = 8.70
routed-via-count = 344
diodes = 0
ant_nets = 0
drt_iter0_markers = 21
wirelength_um = 861

[floorplan]
pin_count = 9
rows = 21
die_width_um = 80
fp_util_pct = 12.1
dieArea_um2 = 6400
die_h_um = 80
core-area_um2 = 3420

[place]
dp_cells = 95
place_ws_ps = 256
io_buffers = 8
hpwl_um = 690
place_area_um2 = 554
gp_congestion = 0.822

[logic_synthesis]
synth-cells-yosys = 41
synth_warnings = 0
avgSynthCellArea_um2 = 10.1
ys_ff = 7
yosys_area_um2 = 413
syn_inst = 41
yosysUniqueCellTypes = 22
synth_area_um2 = 413
synth.yosys.seq_area_share_pct = 33.9

[sta]
worst_pin_slew_ps = 334
finalHoldViolCount = 0
fin_worst_hold_slack_ps = 506
rsz0062_at_grt = "no"
fmax_ghz = 0.585
slew-limit-headroom_pct = 77.6
setup_viol = 0
finalCritPeriodShare_pct = 89.9
finalClockSkew_ps = 0.230
period_needed_ps = 1710
finalWorstSetupSlack_ps = 191
slew_viol_final = 0
fin_setup_tns_ps = 0

[global_routing]
grt_pass1_wl_mm = 1.42
grt_pass1_vias = 322
globalRouteOverflowTotal = 0
antenna_found_initial = 0
grt_usage_pct = 2.75
grt_max_degree = 10

[setup_path]
cp.required_ps = 1520
cp.arrival_ps = 1330
startpoint_type = "flip-flop"
crit_fanout = 7
crit_type = "flip-flop to primary output"
endpoint_kind = "primary output"

[run_status]
outcome = "finished clean"

[cells_and_area]
stdcell_count = 99
syn_to_final_growth_pct = 40.6
final_area_um2 = 581
post-route-util_pct = 17.0
drive_gt1_share_pct = 15.1

[pwr]
peakVddDrop_v = 0.000336
power.leakage_nw = 0.196
p_per_area_nw_per_um2 = 586
total_power_mw = 0.340

[clock_tree]
clkLatencyLatePin_ps = 250
htreeDepth = 1
cts_sinks = 7
hold_buffers = 0
cts_resized = 0
post-cts-setup-buffer-count = 0
clock_path_buffers = 2
numCtsBuffers = 3
cts-root-buf = "clkbuf_4"
clk_pin_slew_ps = 50
cts_tree = "yes"

[min_path]
min_path_type = "flip-flop to flip-flop"

[run]
warnings = 27
cap_violations = 0
[state kept, by name, indices dropped and copies added, names as in the netlist]
register,count
tick_count,3
state_present,4
[power breakdown]
group | internal, mW | total, mW | switching [mW]
logic | 0.0231 | 0.0460 | 0.0228
clock network | 0.0801 | 0.134 | 0.0542
registers | 0.153 | 0.160 | 0.00702
total | 0.256 | 0.340 | 0.0841
[layout by cell type, fill, tap and decap left out, types with 2 or more instances in the layout]
cell type / n
clkdlybuf4s50_1: 8
nor2_1: 5
clkbuf_4: 3
ha_1: 3
a22oi_1: 3
nand2b_1: 3
inv_1: 2
dfxtp_1: 7
or2_1: 2
nand4bb_1: 2
[per-layer routing]
layer | GRT usage [%] | wire, µm | vias to the layer above
met5 | 0 | 0 | -
met4 | 0.176 | 0 | 0
met3 | 2.16 | 122 | 0
met2 | 3.13 | 240 | 11
met1 | 3.98 | 498 | 152
li1 | - | - | 181
[synthesized netlist by cell type]
cell type	count	area share, %
nor2_1	5	4.5
o31ai_2	1	3.0
or2_1	2	3.0
and3_1	1	1.5
nor4_4	1	5.2
or4_1	1	1.8
o211ai_2	1	3.0
and3b_1	1	2.1
or4b_1	1	2.4
clkbuf_1	1	0.91
nand3_1	1	1.2
a221o_1	1	2.4
o221ai_2	1	3.6
a22oi_1	3	5.5
nand4bb_1	2	5.5
ha_1	3	9.1
nand2_1	1	0.91
dfxtp_1	7	34
nand3b_1	1	1.8
o32ai_1	1	2.1
inv_1	2	1.8
nand2b_1	3	4.5
[worst max-delay path, cell delays in order (launching register included)]
cell and delay [ps]:
dfxtp_1 480, or2_1 150, clkdlybuf4s50_1 450
[logic make-up after synthesis]
| group | synth area share (%) |
|---|---|
| compound gates | 19.7 |
| fa+ha+maj | 9.09 |
| buf+inv | 2.73 |
| flops | 33.9 |
| simple gates | 34.5 |
[area by class of cell]
type	count	area [µm²]
timing repair buffer	9	87.6
inverter	2	7.51
sequential	7	140
tap	46	57.6
multi-input combinational	31	262
fill	390	2840
clock buffer	4	26.3
[path summary, 6_finish.rpt]
| path | start | endpoint | slack (ps) | cells after the start |
|---|---|---|---|---|
| max | state_present[2] | ew_r | 190 | 2 |
| min reg2reg | tick_count[1] | tick_count[1] | 510 | 2 |
| min | tick_count[1] | tick_count[1] | 510 | 2 |
| max reg2reg | tick_count[1] | state_present[0] | 630 | 4 |
